<file path="flow/design.v">
module coder(
	input wire [3:0] data,
	output wire [6:0] seg
);
reg [6:0] code;
assign seg = code;
always @*
case(data)
	4'b0000: code = 7'b1000000;
	4'b0001: code = 7'b1111001;
	4'b0010: code = 7'b0100100;
	4'b0011: code = 7'b0110000;
	4'b0100: code = 7'b0011001;
	4'b0101: code = 7'b0010010;
	4'b0110: code = 7'b0000010;
	4'b0111: code = 7'b1111000;
	4'b1000: code = 7'b0000000;
	4'b1001: code = 7'b0010000;
	4'b1010: code = 7'b0001000;
	4'b1011: code = 7'b0000011;
	4'b1100: code = 7'b1000110;
	4'b1101: code = 7'b0100001;
	4'b1110: code = 7'b0000110;
	4'b1111: code = 7'b0001110;
endcase
endmodule
module latch_rgstr #(parameter N=5)(
    input [N-1:0] d_in,
    input clk,
    output [N-1:0]d_out
);
reg     [N-1:0]q;
assign  d_out=q;
always@ (posedge clk)
begin
    q<=d_in;
end
endmodule
module sum (
	input  wire a,b,cr,
	output wire s,crp
);
assign s=(a^b)^cr;
assign crp=(a&b) | ((a^b)&cr);
endmodule
module sum_4(
    input  wire [3:0]a_in, b_in,
    input  wire cr_in,
    output wire [3:0]s_out,
    output wire crp_out
);
wire [2:0]crp_n;
sum sum0(
    .a (a_in[0]),
    .b (b_in[0]),
    .cr(cr_in),
    .s(s_out[0]),
    .crp(crp_n[0])
);
sum sum1(
    .a(a_in[1]),
    .b(b_in[1]),
    .cr(crp_n[0]),
    .s(s_out[1]),
    .crp(crp_n[1])
);
sum sum2(
    .a (a_in[2]),
    .b (b_in[2]),
    .cr(crp_n[1]),
    .s(s_out[2]),
    .crp(crp_n[2])
);
sum sum3(
    .a (a_in[3]),
    .b (b_in[3]),
    .cr(crp_n[2]),
    .s(s_out[3]),
    .crp(crp_out)
);
endmodule
module summ_4 (
    input wire  [3:0]op_a, op_b,
    input wire  op_c, sync,
    output wire led,
    output wire [6:0]hex
);
wire [3:0]sm;
wire c_y;
wire [4:0]y;
assign led = y[4];
sum_4 block1(
    .a_in(op_a),
    .b_in(op_b),
    .cr_in(op_c),
    .s_out(sm),
    .crp_out(c_y)
);
latch_rgstr block2(
    .d_in({c_y,sm[3:0]}),
    .clk(sync),
    .d_out(y)
);
coder block3(
    .data(y[3:0]),
    .seg(hex)
);
endmodule
</file>
<file path="flow/config.mk">
export PLATFORM = sky130hd
export DESIGN_NAME = summ_4
export DESIGN_NICKNAME = summ_4
export VERILOG_FILES = /design/flow/design.v
export SDC_FILE = /design/flow/constraint.sdc
export NUM_CORES = 4
export LEC_CHECK = 1
export CORE_AREA = 10 10 75 75
export DIE_AREA = 0 0 85 85
</file>
<file path="flow/run.sh">
#!/bin/bash
# OpenROAD 26Q1-2900-gdf79404cd8, Yosys 0.63+post, stock flow scripts
make -C /OpenROAD-flow-scripts/flow DESIGN_CONFIG=/design/flow/config.mk WORK_HOME=/design/flow/orfs finish
</file>
<file path="flow/constraint.sdc">
current_design summ_4

set clk_period 3.2
set clk_io_pct 0.2

create_clock -name clk0 -period $clk_period [get_ports {sync}]

set non_clock_inputs [all_inputs -no_clocks]
set_input_delay [expr $clk_period * $clk_io_pct] -clock clk0 $non_clock_inputs
set_output_delay [expr $clk_period * $clk_io_pct] -clock clk0 [all_outputs]
</file>
==> impl_metrics.yaml <==
# flow metrics
flow_run:
  warning_count: 30
  maxCapViolations: 0
timing:
  max-slew-margin-rel_pct: 84.0
  maxSlewViolCount: 0
  setup_viol: 0
  rsz0062_at_grt: "no"
  tightest_slew_ps: 241
  post-route-worst-setup-slack_ps: 159
  finalHoldViolations: 0
  fmax_mhz: 329
  finalCritPeriodShare_pct: 95.0
  layout_min_cycle_time_ps: 3040
route:
  route.detailed.drc: 0
  ant_nets: 0
  vias: 410
  wl_per_cell_um: 9.28
  drtPass1Iterations: 6
  antenna-diode-count: 0
  viasPerCell: 3.33
  drtIter0Drc: 18
  wl_um: 1140
worst_setup_path:
  startpoint_type: "input port"
  slowest_stage: "fa_2"
  cp_common_cell: "fa_2"
  critPathArrivalTime_ps: 3190
  end_kind: "flop"
  cp_top_family: "adder cells"
  cp_cell_sequence: "clkdlybuf4s50_1 -> inv_1 -> fa_2 -> inv_2 -> fa_2 -> inv_1 -> fa_2 -> inv_2 -> fa_2 -> buf_6 -> or2_1 -> a31oi_1"
  crit_type: "in -> reg"
  crit_buf_inv: 6
  crit_fanout: 7
  crit_required_ps: 3350
  cp_slowest_stage_delay_ps: 510
global_routing:
  grt_max_degree: 13
  grt_pass1_wl_um: 1950
  grt_pass1_vias: 429
  grt_usage_pct: 3.21
  antenna_found_initial: 0
  grt-ovfl-total: 0
layout:
  final_common_cell: "clkdlybuf4s50_1"
  area_growth_pct: 56.7
  fin_util_pct: 20.9
  lay_top_cells: "clkdlybuf4s50_1 (16), inv_1 (9), dfxtp_1 (8)"
  drive_gt1_share_pct: 26.0
placed_design:
  gp_congestion: 0.785
  io_buffers: 17
  pre_cts_ws_ps: -255
  dp_hpwl_um: 873
pwr:
  vdd_drop_max_mv: 0.188
  power_density_nw_per_um2: 555
  p_leak_uw: 0.000375
worst_hold_path:
  hp-start: "op_a[0]"
  min_path_cells: 4
  hold_end: "hex[1]$_DFF_P_"
  hp-class: "in -> reg"
clock_tree:
  ctsHtreeMaxLevel: 1
  cts-root-buf: "clkbuf_8"
  cts_buffers: 3
  hold_buffers: 0
  cts.clk_slew.worst_paths_ps: 50
  clockBufferDepth: 2
  clkSinkCount: 8
  cts_tree: "yes"
run_status:
  status: "finished clean"
synth:
  netlist_area_um2: 541
  ys.warnings.count: 2
  ys_cells: 52
  synth.avg_cell_area_um2: 10.4
  ys_types: 21
  yosys-stat-area_um2: 541
  ys_seq_elements: 8
  netlist_instances: 52
  synth_seq_share_pct: 29.6
floorplan:
  core_area_um2: 4060
  die-area_um2: 7230
  num_rows: 23
  initial_utilization_pct: 13.3
  fp.dieH_um: 85
  ios: 18
  die_w_um: 85
-- registers in the layout, summed over array words and instances, names as in the netlist --
| signal | cells |
|---|---|
| block2.q | 1 |
| hex | 7 |
-- report_power, final --
part           switching, uW  total (uW)  internal, uW
Sequential              8.20         139           131
Clock                   40.9         123          81.6
Combinational           76.6         209           132
-- area by class of cell --
type | instances | area (um2)
clock buffer | 3 | 41.3
multi-input combinational | 30 | 335
timing repair buffer | 20 | 203
sequential | 8 | 160
tap | 50 | 62.6
fill | 431 | 3210
inverter | 12 | 45.0
-- Yosys cell counts --
library cell  number  area [um2]
a211o_1            1        8.76
a31oi_1            1        6.26
and3_2             1        7.51
buf_2              1        5.00
buf_6              1        11.3
dfxtp_1            8         160
fa_1               4        80.1
ha_1               6        75.1
inv_1             12        45.0
mux2_2             1        11.3
mux2i_1            2        20.0
mux4_1             1        26.3
nand2_1            2        7.51
nand2b_1           2        12.5
nor3b_1            1        7.51
o21a_1             1        7.51
o21ai_0            1        5.00
o21ba_2            1        10.0
o22ai_1            3        18.8
or2_1              1        6.26
xor2_1             1        8.76
-- kinds of logic (layout without fill, tap and decap cells) --
| family | count (synthesis) | in the layout | synth area share (%) |
|---|---|---|---|
| compound gates | 8 | 8 | 10.4 |
| xor+xnor | 1 | 1 | 1.62 |
| fa+ha+maj | 10 | 10 | 28.7 |
| buf+inv | 14 | 35 | 11.3 |
| flops | 8 | 8 | 29.6 |
| mux | 4 | 4 | 10.6 |
| simple gates | 7 | 7 | 7.64 |
-- metal layers --
layer  share of wire, %  track usage [%]
met1                 49             4.32
met5                  0                0
met2                 35             3.88
met4                  0            0.299
met3                 16             2.70
-- through the flow --
step,hold WS [ps],cells,cell area (um2),TNS (ps),power [uW]
5_1_grt,1060,123,847,0,512
6_report,1030,123,847,0,470
3_5_place_dp,1320,119,772,-1440,330
3_3_place_gp,1310,119,772,-1280,327
4_1_cts,1110,122,816,0,457
2_1_floorplan,803,52,541,0,235
-- what timing repair did --
action	in CTS	in global routing
pin swaps	0	3
buffers inserted	0	1
resized	1	14
endpoints found under the hold margin	0	0
setup endpoints to repair	2	6
-- worst min-delay path, delay by kind of cell --
kind / cells / cell delay [ps]
AND-OR/OR-AND: 1 / 90
buffers and inverters: 2 / 190
adder cells (fa/ha/maj): 1 / 290
-- worst max-delay path by stage --
stage                 startpoint             end  slack (ps)  cells past startpoint
after CTS                op_a[0]  hex[3]$_DFF_P_          40                     10
after global routing     op_b[0]  hex[4]$_DFF_P_          30                     12
final                    op_b[0]  hex[4]$_DFF_P_         160                     12
Power is estimated from default activity; no workload was simulated.
