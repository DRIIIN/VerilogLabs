[design/flow/constraint.sdc]
current_design count_res

set clk_period 1.2
set clk_io_pct 0.2

create_clock -name clk0 -period $clk_period [get_ports {clk}]

set non_clock_inputs [all_inputs -no_clocks]
set_input_delay [expr $clk_period * $clk_io_pct] -clock clk0 $non_clock_inputs
set_output_delay [expr $clk_period * $clk_io_pct] -clock clk0 [all_outputs]
[design/flow/run.sh]
#!/bin/bash
# OpenROAD 26Q1-2900-gdf79404cd8, Yosys 0.63+post, stock flow scripts
make -C /OpenROAD-flow-scripts/flow DESIGN_CONFIG=/design/flow/config.mk WORK_HOME=/design/flow/orfs finish
[design/flow/config.mk]
export PLATFORM = sky130hd
export DESIGN_NAME = count_res
export DESIGN_NICKNAME = count_res
export VERILOG_FILES = /design/flow/design.v
export SDC_FILE = /design/flow/constraint.sdc
export NUM_CORES = 4
export LEC_CHECK = 1
export CORE_AREA = 10 10 76 76
export DIE_AREA = 0 0 86 86
[design/flow/design.v]
module coder(
	input wire [3:0] data,
	output wire [6:0] seg
);
reg [6:0] code;
assign seg = code;
always @*
case(data)
	4'b0000: code = 7'b1000000;
	4'b0001: code = 7'b1111001;
	4'b0010: code = 7'b0100100;
	4'b0011: code = 7'b0110000;
	4'b0100: code = 7'b0011001;
	4'b0101: code = 7'b0010010;
	4'b0110: code = 7'b0000010;
	4'b0111: code = 7'b1111000;
	4'b1000: code = 7'b0000000;
	4'b1001: code = 7'b0010000;
	4'b1010: code = 7'b0001000;
	4'b1011: code = 7'b0000011;
	4'b1100: code = 7'b1000110;
	4'b1101: code = 7'b0100001;
	4'b1110: code = 7'b0000110;
	4'b1111: code = 7'b0001110;
endcase
endmodule
module count_div2 #(parameter N = 4, M = 4'd10) (
    input  wire clk,
    output reg  sync = 0,
    output wire [N - 1 : 0] q
);
reg  [N - 1 : 0] cnt = 0;
wire [N - 1 : 0] cnt_next;
assign q = cnt;
assign cnt_next = cnt + 1'b1;
always@(posedge clk)
begin
    cnt  <= cnt_next;
    sync <= sync;
    if (cnt == M - 1)
        begin
            cnt  <= 0;
            sync <= ~sync;
        end
end
endmodule
module count_par #(parameter N = 4) (
    input  wire clk, reset, res, ena, rev, load,
    input  wire [N - 1 : 0]d,
    output wire [N - 1 : 0]q
);
reg [N - 1 : 0]cnt;
reg [N - 1 : 0]cnt_next;
assign q = cnt;
always@(posedge clk, negedge reset)
if(!reset)
    cnt<=0;
else
    cnt<=cnt_next;
always@*
if(res)
    cnt_next = 0;
else
if(load)
    cnt_next <= d;
else
if(ena &! rev)
    cnt_next = cnt + 1;
else
if(ena & rev)
    cnt_next = cnt - 1;
else
cnt_next = cnt;
endmodule
module count_res (
    input  wire clk, reset,      
    input  wire res,    
    input  wire ena,      
    input  wire rev, load,
	input  [3:0] d,      
    output wire [6:0] hex     
);
    wire clk_div;      
    wire [3:0] count;
    count_div2 u_div (
        .clk (clk),
        .sync(clk_div),
        .q   ()
    );
    count_par u_count (
        .clk  (clk_div),
        .reset(reset),
        .res  (res),
        .ena  (ena),
        .rev  (rev),
        .load (load),
        .d    (d),
        .q    (count)
    );
    coder u_coder (
        .data(count),
        .seg (hex)
    );
endmodule
==> report_table.html <==
<h3>Run summary</h3>
<table>
<tr><th>Metric</th><th>Value</th></tr>
<tr><th colspan="2">Global routing</th></tr>
<tr><td>First-pass GRT wire length</td><td>2920 um</td></tr>
<tr><td>Most used routing layer in global routing</td><td>met1</td></tr>
<tr><td>Fraction of met1 tracks used by global routing</td><td>0.0656</td></tr>
<tr><td>Global-route usage over all layers</td><td>0.0453</td></tr>
<tr><td>Grt met3 use</td><td>0.0172</td></tr>
<tr><td>Initial antenna violation count</td><td>0</td></tr>
<tr><td>Final global-route overflow total</td><td>0</td></tr>
<tr><td>Vias in the first global route</td><td>637</td></tr>
<tr><td>GR met2 Demand/Resource</td><td>0.0642</td></tr>
<tr><td>Largest net degree at the start of global routing</td><td>20</td></tr>
<tr><th colspan="2">Setup path</th></tr>
<tr><td>Cell count of the worst reg-to-reg path</td><td>2</td></tr>
<tr><td>R2R Path Start</td><td>u_div.cnt[0]$_SDFF_PN0_</td></tr>
<tr><td>Launch point of the worst path</td><td>u_div.cnt[0]$_SDFF_PN0_</td></tr>
<tr><td>Startpoint type of the worst setup path</td><td>register</td></tr>
<tr><td>FF-to-FF setup slack</td><td>0.10 ns</td></tr>
<tr><td>Largest fanout on the critical path</td><td>4</td></tr>
<tr><td>CP Capture Type</td><td>register</td></tr>
<tr><td>Required time worst endpoint</td><td>1.11 ns</td></tr>
<tr><td>Worst reg2reg endpoint</td><td>u_div.sync$_DFFE_PN_</td></tr>
<tr><td>CP Data Arrival Time</td><td>1.01 ns</td></tr>
<tr><td>End point of the critical path</td><td>u_div.sync$_DFFE_PN_</td></tr>
<tr><td>Critical Setup Path Class</td><td>register to register</td></tr>
<tr><th colspan="2">Die</th></tr>
<tr><td>Top-level port count</td><td>17</td></tr>
<tr><td>Core area</td><td>0.00412 mm2</td></tr>
<tr><td>Chip footprint</td><td>0.00740 mm2</td></tr>
<tr><td>Die outline height</td><td>86 um</td></tr>
<tr><td>Std-Cell Rows</td><td>23</td></tr>
<tr><td>Core Util at FP</td><td>0.185</td></tr>
<tr><td>Chip width</td><td>86 um</td></tr>
<tr><th colspan="2">Synthesis</th></tr>
<tr><td>Simple-Gate Area Share</td><td>0.183</td></tr>
<tr><td>Share of the synthesized netlist area taken by xor and xnor gates</td><td>0.0691</td></tr>
<tr><td>Post-synthesis sequential element count</td><td>9</td></tr>
<tr><td>Main combinational cell family by area after synthesis</td><td>adder cells</td></tr>
<tr><td>Seq/Total Area, Yosys</td><td>0.276</td></tr>
<tr><td>Area reported by Yosys stat</td><td>761 um2</td></tr>
<tr><td>Adder and majority gate portion of the synthesized area</td><td>0.191</td></tr>
<tr><td>Post-synthesis cell count from yosys</td><td>86</td></tr>
<tr><td>Gate count after technology mapping</td><td>86</td></tr>
<tr><td>Unique cell type count in the Yosys netlist</td><td>33</td></tr>
<tr><td>Mean Syn Cell Area</td><td>8.85 um2</td></tr>
<tr><td>Async S/R FF share, synth</td><td>0.444</td></tr>
<tr><td>Synthesis Warnings</td><td>3</td></tr>
<tr><td>Mux cell area share after synthesis</td><td>0.0543</td></tr>
<tr><td>Total standard cell area after synthesis</td><td>761 um2</td></tr>
<tr><td>AND-OR/OR-AND share of the synthesized area</td><td>0.168</td></tr>
<tr><td>Post-synth EDFFs</td><td>1</td></tr>
<tr><td>Dominant register cell in the synthesized netlist</td><td>sky130_fd_sc_hd__dfxtp_1</td></tr>
<tr><th colspan="2">Detailed routing</th></tr>
<tr><td>Starting DRT DRC Count</td><td>22</td></tr>
<tr><td>Number of DRC violations after detailed routing</td><td>0</td></tr>
<tr><td>Wire per inst</td><td>10.6 um</td></tr>
<tr><td>Antenna diode count</td><td>0</td></tr>
<tr><td>Length of the first detailed-routing pass in iterations</td><td>4</td></tr>
<tr><td>Final antenna-violating net count</td><td>0</td></tr>
<tr><td>Number of vias per cell</td><td>4.11</td></tr>
<tr><td>Via Count</td><td>620</td></tr>
<tr><td>Sum of routed wire length over all layers</td><td>1600 um</td></tr>
<tr><th colspan="2">Clocking</th></tr>
<tr><td>Latency at later pin</td><td>0.22 ns</td></tr>
<tr><td>Post-CTS Resized</td><td>0</td></tr>
<tr><td>Postcts setup bufs</td><td>0</td></tr>
<tr><td>Total CTS buffers</td><td>3</td></tr>
<tr><td>Deepest clock path buffer count</td><td>2</td></tr>
<tr><td>Maximum level of the CTS H-tree</td><td>1</td></tr>
<tr><td>Root buffer cell</td><td>sky130_fd_sc_hd__clkbuf_8</td></tr>
<tr><td>CTS clock-pin slew for the worst setup and hold paths</td><td>0.03 ns</td></tr>
<tr><td>Clock tree from TritonCTS</td><td>done</td></tr>
<tr><td>Number of hold-repair buffers added at the cts stage</td><td>0</td></tr>
<tr><th colspan="2">Power and ir drop</th></tr>
<tr><td>Power density relative to cell area</td><td>555 mW/mm2</td></tr>
<tr><td>Reported leakage power</td><td>0.395 nW</td></tr>
<tr><td>Worst vdd rail ir drop</td><td>0.538 mV</td></tr>
<tr><td>Power after layout</td><td>0.554 mW</td></tr>
<tr><th colspan="2">Final layout</th></tr>
<tr><td>Share of cells above drive strength 1</td><td>0.0594</td></tr>
<tr><td>Area growth syn-to-layout</td><td>31.2%</td></tr>
<tr><th colspan="2">Worst hold path</th></tr>
<tr><td>Hold Crit Class</td><td>register to register</td></tr>
<tr><td>Number of instances on the worst hold path</td><td>1</td></tr>
<tr><th colspan="2">Timing</th></tr>
<tr><td>Relative slew margins</td><td>0.657</td></tr>
<tr><td>Setup violations, final</td><td>0</td></tr>
<tr><td>Register pins left without a clock</td><td>4</td></tr>
<tr><td>Slew at the pin closest to its max-slew limit</td><td>0.515 ns</td></tr>
<tr><td>Final Hold Violation Tally</td><td>0</td></tr>
<tr><td>Upper clock frequency limit</td><td>911 MHz</td></tr>
<tr><td>Clock Skews</td><td>0.000322 ns</td></tr>
<tr><td>Share of the cycle needed by the critical path after routing</td><td>0.914</td></tr>
<tr><td>Setup TNS</td><td>0 ns</td></tr>
<tr><td>Max Slew Vio Count</td><td>0</td></tr>
<tr><td>RSZ-0062 raised after global routing</td><td>false</td></tr>
<tr><td>Worst hold slack</td><td>0.478 ns</td></tr>
<tr><td>Post-route minimum period</td><td>1.10 ns</td></tr>
<tr><td>Count of endpoints without a timing constraint</td><td>11</td></tr>
<tr><th colspan="2">Placed design</th></tr>
<tr><td>Number of buffers added on ports</td><td>16</td></tr>
<tr><td>Hpwl dp</td><td>1280 um</td></tr>
<tr><td>Final estimated routing congestion in global placement</td><td>0.825</td></tr>
<tr><th colspan="2">Flow run</th></tr>
<tr><td>OpenROAD warnings</td><td>31</td></tr>
<tr><td>Max-Cap Viols</td><td>0</td></tr>
<tr><th colspan="2">Status</th></tr>
<tr><td>Result of the run</td><td>completed</td></tr>
</table>
==> layout make-up <==
type                            count  area, um2
Clock buffer                        4       45.0
Fill cell                         436       3120
Inverter                            4       15.0
Multi-Input combinational cell     68        505
Sequential cell                     9        210
Tap cell                           50       62.6
Timing Repair Buffer               16        160
==> layer usage <==
metal  wire length, um  vias to the layer above
met5                 0                        -
met4                 0                        0
met3               150                        0
met2               593                       17
met1               853                      277
li1                  -                      326
==> through the flow <==
step                cell area, um2  worst slack, ns  instances  utilization
global route                   998           0.0340        151        0.243
global placement               953            0.162        147        0.232
floorplan                      761            0.179         86            -
detailed placement             953            0.113        147        0.232
CTS                            998           0.0982        151        0.243
finish                         998            0.103        151        0.243
==> state kept, by name, indices dropped and copies added, names as in the netlist <==
name,flops
u_div.cnt,4
u_div.sync,1
u_count.cnt,4
==> cells in the final DEF (no fill, tap or decap), types with 3 or more instances in the layout <==
master / instances
sky130_fd_sc_hd__a21oi_1: 7
sky130_fd_sc_hd__clkbuf_8: 3
sky130_fd_sc_hd__ha_1: 10
sky130_fd_sc_hd__clkdlybuf4s50_1: 16
sky130_fd_sc_hd__mux2i_1: 3
sky130_fd_sc_hd__nand2_1: 10
sky130_fd_sc_hd__nor2_1: 7
sky130_fd_sc_hd__nand2b_1: 3
sky130_fd_sc_hd__xnor2_1: 4
sky130_fd_sc_hd__dfrtp_1: 4
sky130_fd_sc_hd__inv_1: 4
sky130_fd_sc_hd__dfxtp_1: 4
==> worst min path at each step <==
stage                            from  slack [ns]                      end
CTS           u_div.cnt[0]$_SDFF_PN0_        0.49  u_div.cnt[0]$_SDFF_PN0_
finish        u_div.cnt[0]$_SDFF_PN0_        0.48  u_div.cnt[0]$_SDFF_PN0_
global route  u_div.cnt[0]$_SDFF_PN0_        0.52  u_div.cnt[0]$_SDFF_PN0_
==> Yosys cell counts (all sizes together), types with 2 or more instances <==
library cell  number  share of area
a21oi              7          0.046
buf                4          0.035
dfrtp              4           0.13
dfxtp              4           0.11
ha                10           0.16
inv                4          0.020
mux2i              3          0.039
nand2             10          0.049
nand2b             3          0.025
nand3              2          0.013
nor2               7          0.035
nor3b              2          0.020
o21ai              2          0.013
o22ai              2          0.016
xnor2              4          0.046
xor2               2          0.023
==> cell families after synthesis <==
| logic type | Yosys count |
|---|---|
| multiplexers | 4 |
| adder cells (fa/ha/maj) | 11 |
| AND-OR/OR-AND | 19 |
| AND/OR/NAND/NOR | 28 |
| flip-flops | 9 |
| buffers and inverters | 9 |
| XOR/XNOR | 6 |
==> power breakdown <==
group / internal, mW / switching, mW / total [mW]
registers: 0.173 / 0 / 0.173
clock network: 0.228 / 0.0770 / 0.305
logic: 0.0448 / 0.0321 / 0.0769
total: 0.445 / 0.109 / 0.554
==> worst max-delay path, stage by stage, from the launching register on <==
cell	delay (ns)
sky130_fd_sc_hd__dfxtp_1	0.37
sky130_fd_sc_hd__ha_1	0.18
sky130_fd_sc_hd__and3b_1	0.25
Power figures rest on the tool's default switching activity, not on a simulated workload.
