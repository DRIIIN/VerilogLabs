--- flow/config.mk ---
export PLATFORM = sky130hd
export DESIGN_NAME = res_dev
export DESIGN_NICKNAME = res_dev
export VERILOG_FILES = /design/flow/design.v
export SDC_FILE = /design/flow/constraint.sdc
export NUM_CORES = 4
export LEC_CHECK = 1
export CORE_AREA = 10 10 70 70
export DIE_AREA = 0 0 80 80
--- flow/constraint.sdc ---
current_design res_dev

set clk_period 2.1
set clk_io_pct 0.2

create_clock -name clk0 -period $clk_period

set non_clock_inputs [all_inputs -no_clocks]
set_input_delay [expr $clk_period * $clk_io_pct] -clock clk0 $non_clock_inputs
set_output_delay [expr $clk_period * $clk_io_pct] -clock clk0 [all_outputs]
--- flow/design.v ---
module coder(
	input wire [3:0] data,
	output wire [6:0] seg
);
reg [6:0] code;
assign seg = code;
always @*
case(data)
	4'b0000: code = 7'b1000000;
	4'b0001: code = 7'b1111001;
	4'b0010: code = 7'b0100100;
	4'b0011: code = 7'b0110000;
	4'b0100: code = 7'b0011001;
	4'b0101: code = 7'b0010010;
	4'b0110: code = 7'b0000010;
	4'b0111: code = 7'b1111000;
	4'b1000: code = 7'b0000000;
	4'b1001: code = 7'b0010000;
	4'b1010: code = 7'b0001000;
	4'b1011: code = 7'b0000011;
	4'b1100: code = 7'b1000110;
	4'b1101: code = 7'b0100001;
	4'b1110: code = 7'b0000110;
	4'b1111: code = 7'b0001110;
endcase
endmodule
module dms7 (
	input  wire [6:0] line,
	input  wire [1:0] adr,
	output wire [6:0] data0,
	output wire [6:0] data1,
	output wire [6:0] data2,
	output wire [6:0] data3
);
assign data0 = (adr == 2'h0) ? line : 7'd127;
assign data1 = (adr == 2'h1) ? line : 7'd127;
assign data2 = (adr == 2'h2) ? line : 7'd127;
assign data3 = (adr == 2'h3) ? line : 7'd127;
endmodule
module res_dev (
    input  wire [3:0] res_data,
    input  wire [1:0] res_adr,
    output wire [6:0] res_data0,
    output wire [6:0] res_data1,
    output wire [6:0] res_data2,
    output wire [6:0] res_data3
);
wire [6:0] res_seg;
coder res_coder (
	.data(res_data),
	.seg (res_seg)
);
dms7 res_dms7 (
	.line (res_seg),
	.adr  (res_adr[1:0]),
	.data0(res_data0),
	.data1(res_data1),
	.data2(res_data2),
	.data3(res_data3)
);
endmodule
--- flow/run.sh ---
#!/bin/bash
# OpenROAD 26Q1-2900-gdf79404cd8, Yosys 0.63+post, stock flow scripts
make -C /OpenROAD-flow-scripts/flow DESIGN_CONFIG=/design/flow/config.mk WORK_HOME=/design/flow/orfs finish
==> run summary <==
run metrics: final core occ=0.331, final hold vios=0, max-cap violations=0, via count=733, leak pwr=0.418 nW, antenna cells=0, core area=0.00342 mm^2, Clock Power Share=0, CP bufs+invs=4, Synth top cell by count=o211ai_1, WP data arrival=1620 ps, Post-synth seq share=0, Post-synth area hogs=o211ai_1, ha_1, mux2i_1, Switch Pwr=between 0.00008 and 0.00009 W, Syn Area/Cell=just under 8 um^2, tool warnings=39, die area=0.00640 mm^2, area share, top type=0.223, Sequential Power Share=0, area grow syn2layout=110%, IO Pins=34, vias in the first global route=approximately 730, crit-path max cell delay=390 ps, Synth Cell Area=539 um^2, most frequent cells after synthesis=o211ai_1, ha_1, mux2i_1, Final setup viols=0, CP max stage cell=or3b_4, largest area contributor in the netlist=o211ai_1, Post-Place Cell Area=roughly 0.0010 mm^2, post-route cell area=0.00113 mm^2, delay-heaviest family, CP=buffers and inverters, final worst slack=62.6 ps, global-route wire length before repair=3.45 mm, maximum VDD drop=approximately 0.000073 V, RSZ-0062 raised after global routing=no, synth warn=1, flip-flops=0, DRT iter0 DRCs=23, Logic pwr share=1.000, Floorplan Utilization=0.158, GRT overflow=0, layout cells sized above 1=0.414, Cell Int Power=0.000105 W, post-route ant nets=0, largest net degree at the start of global routing=17, cell count listed in synth_stat.txt=around 70, HPWL after detailed placement=1.69 mm, gr usage total=0.0628, Setup WS pre-CTS=-641 ps, Pwr Total=0.000191 W, shortest period the worst path allows=2040 ps, Die X=roughly 80 um, Distinct lib cells used=24, Flop area=0 um^2, FILL cells=365, WL final=2.16 mm, start-to-end type of the worst setup path=in2out, num rows=21, Rel. slew slack=0.736, CP max FO=16, most frequent CP cell=dlygate4sd2_1, GPL Wtd Cong=about 0.79, Die Y=80 um, fin crit share=0.970, max-slew violation count=0, antenna violations before repair=0, HP Class=in2out, Setup crit end kind=primary output, Port Buffers=34, Worst Tran Pin Value=~400 ps, CP cell instances=dlygate4sd2_1, buf_12, or3b_4, buf_6, nand3_2, dlygate4sd2_1, Fin Hold WS=1420 ps, Startpoint Class=input pin, drt wl/cell=13.3 um, P per Cell Area=between 150 and 200 mW/mm^2, fmax=0.491 GHz, switch share=0.447, status=complete, no violations, DRT Pass-1 Iters=3, YS chip area=539 um^2, Post-Synthesis Cells=approximately 70, via/cell ratio=~4.5, DRC=0, Worst Path Required=1680 ps, clkbuf count=0
==> stage by stage <==
| stage | std cells | TNS, ps |
|---|---|---|
| global placement | 161 | -14660 |
| floorplan | 70 | 0 |
| CTS | 163 | -39.2 |
| finish | 162 | 0 |
| detailed placement | 161 | -15020 |
| global route | 162 | 0 |
==> power by group through the flow <==
stage | logic, W | registers (W) | clock network, W
after global routing | 0.000212 | 0 | 0
after CTS | 0.000194 | 0 | 0
final | 0.000191 | 0 | 0
==> layout make-up <==
class / instances / area (um^2) / area share
Inverter: 3 / 11.3 / 0.00997
Multi-Input combinational cell: 63 / 632 / 0.559
Tap cell: 46 / 57.6 / 0.0509
Timing Repair Buffer: 50 / 429 / 0.380
==> worst paths after layout <==
path,startpoint,to,slack [ps],cells after the start
worst min-delay path,res_data[1],res_data1[1],1420,5
worst max-delay path,res_data[3],res_data0[2],60,6
==> kinds of logic (layout without fill, tap and decap cells) <==
kind of cell | count (synthesis) | in the layout | share of synthesized area
AOI/OAI and AO/OA | 25 | 25 | 0.353
and+or+nand+nor | 25 | 25 | 0.299
adders and majority gates | 7 | 7 | 0.162
buffers and inverters | 7 | 53 | 0.0742
muxes | 6 | 6 | 0.111
==> metal layers <==
metal,GRT usage,wire length [um],share of wire,vias to the layer above
met4,0,0,0,0
met5,0,0,0,-
met1,0.0778,996,0.46,328
met3,0.0216,237,0.11,0
met2,0.108,921,0.43,23
li1,-,-,-,382
==> what timing repair did <==
item,4_1_cts,5_1_grt
endpoints found under the hold margin,0,0
resized,82,3
hold buffers,0,0
pin swaps,10,1
cloned,0,0
setup buffers,2,0
setup endpoints to repair,28,5
==> cell usage in the layout, fill, tap and decap left out <==
cell,Yosys,routed
inv_1,3,2
buf_12,0,1
nor2b_4,0,1
nand3_2,0,4
a32oi_1,4,3
buf_4,1,12
nor2_2,0,1
ha_4,0,4
or2_4,0,1
dlymetal6s2s_1,0,1
and2_2,0,1
and3b_1,3,3
or3_4,0,2
clkdlybuf4s15_1,0,1
o21ai_2,0,1
buf_2,2,6
nand3b_1,1,1
a22oi_1,4,3
o211ai_1,16,16
nor3_1,1,1
nand2_1,1,1
dlygate4sd2_1,0,24
nand3_1,5,1
clkdlybuf4s15_2,0,2
mux2i_1,6,6
or3b_4,0,2
a22oi_2,0,1
a32oi_2,0,1
nor3b_2,0,3
and3_1,1,1
ha_1,7,2
ha_2,0,1
buf_6,1,3
inv_2,0,1
nor2b_1,2,1
and2_1,2,1
Power and IR drop assume default switching activity.
